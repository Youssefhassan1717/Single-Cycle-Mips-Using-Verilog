<file path="config.mk">
export PLATFORM = sky130hd
export DESIGN_NAME = RegisterFile
export DESIGN_NICKNAME = RegisterFile
export VERILOG_FILES = /design/flow/design.v
export SDC_FILE = /design/flow/constraint.sdc
export NUM_CORES = 4
export LEC_CHECK = 1
export CORE_UTILIZATION = 30
</file>
<file path="constraint.sdc">
current_design RegisterFile

set clk_period 6.4
set clk_io_pct 0.2

create_clock -name clk0 -period $clk_period [get_ports {CLK}]

set non_clock_inputs [all_inputs -no_clocks]
set_input_delay [expr $clk_period * $clk_io_pct] -clock clk0 $non_clock_inputs
set_output_delay [expr $clk_period * $clk_io_pct] -clock clk0 [all_outputs]
</file>
<file path="design.v">
`timescale 1ns / 1ps
module RegisterFile(
    input wire CLK,
    input wire WE3,
    input wire [4:0] RA1,
    input wire[4:0] RA2,
    input wire[4:0] WA3,
    input wire[31:0] WD3,
    output [31:0] RD1,
    output [31:0] RD2
    );
reg [31:0] regFiles [0:31];
integer i;
initial 
begin
    for(i=0;i<32;i=i+1)
        begin
         regFiles[i]=32'b0;
        end
end
assign RD1 = regFiles[RA1];
assign RD2 = regFiles[RA2];
always@(posedge CLK) 
    begin
        if(WE3) begin  
            regFiles[WA3] = WD3;
        end
    end
endmodule
</file>
<file path="run.sh">
#!/bin/bash
# OpenROAD 26Q1-2900-gdf79404cd8, Yosys 0.63+post, stock flow scripts
make -C /OpenROAD-flow-scripts/flow DESIGN_CONFIG=/design/flow/config.mk WORK_HOME=/design/flow/orfs finish
</file>
==> ci_impl_report.md <==
### Metrics collected by this job

| Metric | Value |
|---|---|
| # DRC | 0 |
| Number of detailed-route iterations in the first pass | 5 |
| Tool Warnings | 26 |
| Yosys cell count | 3,386 |
| Final Max Tran Viols | 0 |
| Synthesized cell area | 0.0488 mm2 |
| Area share, top type | 63.0% |
| Drt total wl | between 150,000 and 200,000 um |
| Max reg flops | 1,024 |
| Buf+Inv Stages, Crit Path | 3 |
| Synth area leader | edfxtp_1 |
| GR Overflow Total | 0 |
| Row cnt | 147 |
| Initial Util | 30.3% |
| Worst-path cell chain | clkdlybuf4s50_1 -> nor2b_4 -> buf_4 -> a22o_1 -> nor3_1 -> a31oi_1 -> nand3_1 -> clkdlybuf4s50_1 |
| First-pass GRT wire length | 222,000 um |
| Place WS | 0.640 ns |
| Die Y | 405 um |
| Clk root buf | clkbuf_16 |
| CP Launch Type | input port |
| WL per Instance | 26.9 um |
| Setup TNS | 0 ns |
| Final core utilization | 34.9% |
| Cells after synthesis | 3,386 |
| Vias per cell | ~5.4 |
| Final Non-Filler Cells | 5,772 |
| Initial antenna violation count | 9 |
| Overall Global Routing Usage | 19.8% |
| Die area | ~0.16 mm2 |
| Overall Power | about 14 mW |
| Synth flops | 1,024 |
| CTS sink cnt | between 1,000 and 1,500 |
| Largest net degree at the start of global routing | 95 |
| CTS tree | yes |
| Vias | between 30,000 and 40,000 |
| Post-layout min period | 5.70 ns |
| CP top delay family | buffers and inverters |
| Port bufs | 112 |
| Die X | 405 um |
| Cell area after placement | between 0.05 and 0.06 mm2 |
| Worst hold endpoint | regFiles[9][27] |
| Clk buf depth | 3 |
| Max Cap Viol | 0 |
| Post-CTS sizing | 0 |
| Max VDD drop | 0.220 mV |
| Hold Buf Count CTS | 0 |
| Syn_area_per_cell | roughly 14 um2 |
| Power per cell area | approximately 260 mW/mm2 |
| Final Hold Fails | 0 |
| YS chip area | 0.0488 mm2 |
| Status | finished, final reports clean |
| Core Footprint | 0.161 mm2 |
| Num CTS Buffers | between 100 and 150 |
| Post-CTS Setup Repair Bufs | 0 |
| Tcrit/Tclk final | approximately 89% |
| Crit Path Category | input port to primary output |
| Unique cell type count in the Yosys netlist | 23 |
| Critical Path Max Stage Delay | 0.76 ns |
| WHS | 1.38 ns |
| Final non-filler cell area | 0.0562 mm2 |
| Hold Crit Class | input port to register |
| RSZ-0062 raised after global routing | no |
| Final setup margin | 0.697 ns |
| Share of layout cells above drive strength 1 | 10.0% |
| Min-delay src | WD3[27] |
| Leak | 20.3 nW |
| H-tree levels | 3 |
| Hold depth | 2 |
| Crit. End Element | primary output |
| Dpl hpwl | 91,000 um |
| Worst Max-Slew Pin Slew | 0.998 ns |
| Seq share, synth | 63.0% |
| IO Count | 113 |
| Max_slew headroom | 33.3% |
| Vias in the first global route | 32,300 |
| Cell repeated most along the worst path | clkdlybuf4s50_1 |
| Setup violators final | 0 |
| Ys Warns | 1 |
| Top cells by area | edfxtp_1 63%, mux2i_1 21%, a22oi_1 3.0%, a22o_1 2.3%, nand3_1 2.0% |
| Slowest cell on crit path | nor2b_4 |
| Worst-path fanout max | 22 |
| CP required | 5.12 ns |
| Max frequency | between 150 and 200 MHz |
| Worst Path Arrival | approximately 4.4 ns |
| Final GP Congestion | 0.889 |
| DP Cell Count | ~5,600 |
| Layout area overhead | 15.1% |
| Post-route ant nets | 0 |
| DRT iter0 DRCs | 2,140 |
| CTS clk-pin slew, worst paths | 0.06 ns |
-- per-layer routing --
layer / vias up / track usage [%] / part of all wire (%)
met5: - / 0.624 / 0.062
met4: 14 / 5.60 / 3.3
met3: 252 / 12.0 / 15
met2: 1793 / 29.7 / 46
met1: 15500 / 24.2 / 36
li1: 13700 / - / -
-- worst max-delay path by stage --
stage,cells after the start,endpoint,from
4_1_cts,7,RD1[23],RA1[0]
6_report,8,RD1[15],RA1[0]
5_1_grt,8,RD1[15],RA1[0]
-- final cells by class --
class	count	area, um2
fillers	15200	105000
clock inverters	60	367
diodes	2	5.00
flip-flops and latches	1024	30700
repair buffers	291	2940
multi-input cells	2109	16800
clock buffers	126	2620
well taps	2160	2700
-- report_power, final --
group          switching [mW]  internal [mW]
Combinational           0.868          0.554
Clock                    2.57           2.95
Sequential             0.0317           7.46
Total                    3.47           11.0
-- logic make-up (layout without fill, tap and decap cells) --
logic type	Yosys count	in the layout	share of synthesized area, %
other	0	2	0
buffers and inverters	253	477	3.21
multiplexers	1024	1024	21.0
AND/OR/NAND/NOR	509	509	4.71
AND-OR/OR-AND	576	576	8.04
flip-flops	1024	1024	63.0
-- cell usage after synthesis --
master	instances
edfxtp_1	1024
mux2i_1	1024
nand2_1	195
nand3_1	194
a21oi_1	192
a22oi_1	192
a22o_1	128
clkbuf_1	86
buf_2	70
a31oi_1	64
nor3_1	64
buf_4	47
buf_6	45
nor2_1	35
nand3b_1	5
clkbuf_4	4
nand2b_1	4
nor2b_1	4
or3b_2	3
and2_1	2
or2_2	2
buf_1	1
or3_1	1
-- cells in the final DEF (no fill, tap or decap), drive strengths merged --
| cell | count |
|---|---|
| a31oi | 64 |
| clkdlybuf4s50 | 110 |
| clkbuf | 126 |
| buf | 181 |
| or2 | 2 |
| edfxtp | 1024 |
| diode | 2 |
| clkinv | 54 |
| nand3b | 5 |
| a22oi | 192 |
| inv | 5 |
| nor2b | 4 |
| nor3 | 64 |
| or3b | 3 |
| mux2i | 1024 |
| or3 | 1 |
| and2 | 2 |
| nor2 | 35 |
| nand3 | 194 |
| nand2 | 195 |
| a21oi | 192 |
| nand2b | 4 |
| bufinv | 1 |
| a22o | 128 |
No activity file was given, so power comes from the tool's default toggle rates.
