[flow/constraint.sdc]
current_design ALU

set clk_period 10.8
set clk_io_pct 0.2

create_clock -name clk0 -period $clk_period

set non_clock_inputs [all_inputs -no_clocks]
set_input_delay [expr $clk_period * $clk_io_pct] -clock clk0 $non_clock_inputs
set_output_delay [expr $clk_period * $clk_io_pct] -clock clk0 [all_outputs]
[flow/config.mk]
export PLATFORM = sky130hd
export DESIGN_NAME = ALU
export DESIGN_NICKNAME = ALU
export VERILOG_FILES = /design/flow/design.v
export SDC_FILE = /design/flow/constraint.sdc
export NUM_CORES = 4
export LEC_CHECK = 1
export CORE_UTILIZATION = 30
[flow/design.v]
`timescale 1ns / 1ps
module ALU(
input [31:0] op1,
input [31:0] op2,
input [2:0] OpCode,
input Cin,
output reg [31:0] result,
output reg cflag, 
output reg zflag, 
output reg oflag
);
wire [32:0] wAnd;
anding ann(op1, op2, wAnd);
wire [32:0] wOr;
oring orr(op1, op2, wOr);
wire [32:0] wAdd;
addition a(op1, op2, Cin, wAdd);
wire [32:0] wSub;
subtraction s(op1, op2, Cin, wSub);
reg [32:0] temp;
always @(OpCode, op1, op2)
begin
    case(OpCode)
    3'b000:temp = wAnd;
    3'b001:temp = wOr;
    3'b010:temp = wAdd;
    3'b110:temp = wSub;
    endcase
    result = {temp[31:0]};
    cflag = temp[32];
    zflag = (result == 0);
    oflag = 1'b0; 
    if(op1[31]==op2[31] && (OpCode==3'b010 || OpCode==3'b110)) begin
        oflag = (result[31]==~op1[31]) ? 1'b1 : 1'b0; 
    end
end 
endmodule
module FullAdder(input A, B, Bin, output Res, Bout);
assign Res = (A^B)^Bin;
assign Bout = ((A^B) & Bin) | (A & B);
endmodule
module addition(
input [31:0] op1,
input [31:0] op2,
input Cin,
output [32:0] result
);
wire [32:0] carry;
assign carry[0]=Cin;
genvar i;
generate
    for (i=0; i<=31; i=i+1) begin
        FullAdder FA(op1[i], op2[i], carry[i], result[i], carry[i+1]);
    end 
endgenerate
assign result[32]=carry[32];
endmodule
module FullSubtractor(input A, B, Bin, output Res, Bout);
assign Res = A^B^Bin;
assign Bout = ~A & (B^Bin) | B & Bin;
endmodule
module subtraction(
input [31:0] op1,
input [31:0] op2,
input Cin,
output [32:0] result
);
wire [32:0] carry;
assign carry[0]=Cin;
genvar i;
generate
    for (i=0; i<=31; i=i+1) begin
        FullSubtractor FS(op1[i], op2[i], carry[i], result[i], carry[i+1]);
    end 
endgenerate
assign result[32]=carry[32];
endmodule
module anding(
input [31:0] op1,
input [31:0] op2,
output [32:0] result
);
genvar i;
generate
    for (i=0; i<=31; i=i+1) begin
        assign result[i] = op1[i] & op2[i];
    end 
endgenerate
assign result[32]=0;
endmodule
module oring(
input [31:0] op1,
input [31:0] op2,
output [32:0] result
);
genvar i;
generate
    for (i=0; i<=31; i=i+1) begin
        assign result[i] = op1[i] | op2[i];
    end 
endgenerate
assign result[32]=1'b0;
endmodule
[flow/run.sh]
#!/bin/bash
# OpenROAD 26Q1-2900-gdf79404cd8, Yosys 0.63+post, stock flow scripts
make -C /OpenROAD-flow-scripts/flow DESIGN_CONFIG=/design/flow/config.mk WORK_HOME=/design/flow/orfs finish
==> flow_metrics.env <==
# flow metrics
export IMPL_critPathCapture="zflag"
export IMPL_drtIter0Drc=298
export IMPL_io_buffers=103
export IMPL_power_density_nw_per_um2=64.1
export IMPL_lay_top_count="buf_4"
export IMPL_syn_area_um2=4230
export IMPL_grt_pass1_wl_um=23300
export IMPL_edf_count=0
export IMPL_p_leak_nw=3.36
export IMPL_p_int_mw=0.234
export IMPL_antenna_found_initial=0
export IMPL_cp_start_kind="primary input"
export IMPL_hpwl_um=11100
export IMPL_tightest_slew_ns=0.834
export IMPL_ys_types=73
export IMPL_grt_overflow_total=0
export IMPL_drive_gt1_share_pct=27.1
export IMPL_chipArea_um2=14600
export IMPL_largest_reg_flops=1
export IMPL_fin_util_pct=47.8
export IMPL_syn2layout_area_growth_pct=56.2
export IMPL_die_h_um=121
export IMPL_critPathArrivalTime_ns=17.14
export IMPL_power_frac_comb_pct=99.8
export IMPL_vias=5200
export IMPL_wl_per_cell_um=14.5
export IMPL_synth_cells=610
export IMPL_hold_class="primary input to output pin"
export IMPL_die_w_um=121
export IMPL_lay_top_cells="buf_4 (117), ha_1 (88), clkdlybuf4s50_1 (78)"
export IMPL_synth_top_area_share_pct=28.1
export IMPL_p_seq_share_pct=0.2
export IMPL_slew_headroom_pct=42.9
export IMPL_p_switching_mw=0.190
export IMPL_grtUsageTotal_pct=19.7
export IMPL_ys_area_um2=4230
export IMPL_critPathLaunch="op2[0]"
export IMPL_unconstrained_endpoints=1
export IMPL_drc_errors=0
export IMPL_violations="negative setup slack"
export IMPL_sw_frac_of_total_pct=44.7
export IMPL_required_ns=8.64
export IMPL_period_used_pct=179
export IMPL_dp_slack_ns=-9.54
export IMPL_period_minus_slack_ns=19.30
export IMPL_post_synth_top_area_cell="ha_1"
export IMPL_grt_max_degree=43
export IMPL_slew_violations=0
export IMPL_fmax_mhz=51.8
export IMPL_async_reset_ff_share_pct=0
export IMPL_ff_type="dlxtn_1"
export IMPL_yosys_cells=610
export IMPL_n_antenna_cell=0
export IMPL_warnings=69
export IMPL_cp_slowest_cell="fa_2"
export IMPL_ys_warn_count=2
export IMPL_holdWs_ns=5.01
export IMPL_worst_path_most_repeated_cell="a21o_1"
export IMPL_rsz0062_at_grt="true"
export IMPL_setup_violations=23
export IMPL_timing_final_ws_setup_ns=-8.50
export IMPL_status="complete, but fails checks"
export IMPL_avgSynthCellArea_um2=6.94
export IMPL_detail_route_antenna_nets=0
export IMPL_hold_viol=0
export IMPL_unclocked_pins=1
export IMPL_worst_path_largest_cell_delay_ns=0.41
export IMPL_fp_utilization_pct=30.6
export IMPL_cp_end_kind="output pin"
export IMPL_core_um2=13800
export IMPL_avgViaCountPerCell=5.26
export IMPL_routed_wl_um=14400
export IMPL_num_fill_cells=1258
export IMPL_power_frac_clock_pct=0
export IMPL_globalplace_congestion=0.932
export IMPL_holdBufCountCts=0
export IMPL_rows=43
export IMPL_path_max_fanout=2
export IMPL_io_pins=103
export IMPL_ir_drop_mv=0.0235
export IMPL_first_pass_iters=5
export IMPL_area_leaders="ha_1 (28%), a21o_1 (6.6%), inv_1 (6.6%), o21ai_0 (4.5%), nand2_1 (4.2%)"
export IMPL_drv_cap=0
export IMPL_ys_ff=1
export IMPL_first_global_vias=4844
export IMPL_critPathKind="primary input to output pin"
## cells in the mapped netlist, types with 7 or more instances
| cell | number |
|---|---|
| or3_1 | 7 |
| clkbuf_1 | 14 |
| nor2_1 | 42 |
| o211ai_1 | 12 |
| ha_1 | 95 |
| nand3_1 | 16 |
| a21oi_1 | 35 |
| o21ai_0 | 38 |
| xnor2_1 | 9 |
| inv_1 | 74 |
| o21a_1 | 7 |
| o22ai_1 | 10 |
| or2_2 | 7 |
| a21o_1 | 37 |
| a211oi_1 | 12 |
| nand2_1 | 47 |
| xor2_1 | 7 |
| nor3_1 | 14 |
## cell type report
| cell class | instances | area [um^2] | share of cell area (%) |
|---|---|---|---|
| Inverter | 74 | 278 | 4.20 |
| Tap cell | 180 | 225 | 3.41 |
| Multi-Input combinational cell | 507 | 4160 | 63.0 |
| Timing Repair Buffer | 227 | 1930 | 29.2 |
| Sequential cell | 1 | 15.0 | 0.227 |
## power groups by stage
stage	clock (mW)	sequential [mW]	combinational (mW)
after CTS	0	0.000667	0.392
after global routing	0	0.000673	0.467
final	0	0.000667	0.423
## metal layers
metal | track usage (%) | vias up | part of all wire (%)
met5 | 0 | - | 0
met4 | 2.24 | 0 | 0.92
met3 | 1.20 | 14 | 5.7
met2 | 32.7 | 171 | 46
met1 | 29.0 | 2391 | 48
li1 | - | 2624 | -
## cell families (layout without fill, tap and decap cells)
group                      after synthesis  count (layout)  share of synthesized area, %
muxes                                   11              11                          2.78
latches                                  1               1                         0.355
adders and majority gates               97              97                          29.0
buffers and inverters                  102             301                          9.94
AOI/OAI and AO/OA                      205             205                          33.5
and+or+nand+nor                        178             178                          21.1
xor gates and xnor gates                16              16                          3.31
## worst max-delay path: cells and delay by family
family	cells	cell delay, ns
adders and majority gates	31	8.18
buffers and inverters	7	0.59
AOI/OAI and AO/OA	31	5.55
and+or+nand+nor	3	0.39
muxes	1	0.28
## metrics by stage
| stage | std cells | total power, mW | area, um^2 | TNS [ns] |
|---|---|---|---|---|
| detailed placement | 959 | 0.356 | 6140 | -130.28 |
| global placement | 959 | 0.354 | 6140 | -127.58 |
| CTS | 979 | 0.393 | 6390 | -111.63 |
| finish | 989 | 0.424 | 6610 | -112.10 |
| floorplan | 610 | 0.200 | 4330 | -94.17 |
| global route | 989 | 0.468 | 6610 | -123.12 |
## worst min-delay path by stage
stage | from | slack (ns) | to | depth (start not counted)
4_1_cts | OpCode[0] | 4.98 | result[24] | 4
5_1_grt | OpCode[0] | 5.05 | result[24] | 4
6_report | OpCode[0] | 5.01 | result[24] | 4
## timing repair
item / in CTS / in global routing
gates resized: 95 / 39
setup buffers: 33 / 24
setup endpoints to repair: 24 / 24
pin swaps: 52 / 49
Power is estimated from default activity; no workload was simulated.
