**config.mk**
```make
export PLATFORM = sky130hd
export DESIGN_NAME = DataMemory
export DESIGN_NICKNAME = DataMemory
export VERILOG_FILES = /design/flow/design.v
export SDC_FILE = /design/flow/constraint.sdc
export NUM_CORES = 4
export LEC_CHECK = 1
export CORE_UTILIZATION = 50
```
**constraint.sdc**
```tcl
current_design DataMemory

set clk_period 5.8
set clk_io_pct 0.2

create_clock -name clk0 -period $clk_period [get_ports {CLK}]

set non_clock_inputs [all_inputs -no_clocks]
set_input_delay [expr $clk_period * $clk_io_pct] -clock clk0 $non_clock_inputs
set_output_delay [expr $clk_period * $clk_io_pct] -clock clk0 [all_outputs]
```
**design.v**
```verilog
    `timescale 1ns / 1ps
    module DataMemory(
        input wire CLK,
        input wire WE,
        input wire [31:0] WD,
        input wire [31:0] A,
        output reg [31:0] RD
    );
    reg [31:0] Memory [31:0];
    generate
        for (genvar i = 0; i < 32; i = i + 1) begin: INIT_MEM
            initial begin
                Memory[i] = 32'h00000000;  
            end
        end
    endgenerate
    always @(posedge CLK)
        begin
            if (WE)
                Memory[A] <= WD;  
            RD <= Memory[A];  
        end
    endmodule
```
**run.sh**
```bash
#!/bin/bash
# OpenROAD 26Q1-2900-gdf79404cd8, Yosys 0.63+post, stock flow scripts
make -C /OpenROAD-flow-scripts/flow DESIGN_CONFIG=/design/flow/config.mk WORK_HOME=/design/flow/orfs finish
```
==> out/metrics.yaml <==
worst_setup_path:
  reg2reg_depth: 5
  rrSetupSlack_ps: 4020
  r2r_end: "RD[6]"
  r2r-start: "Memory[14][6]"
  worstSetupPathType: "input pin to register"
  cp_max_fo: 22
  start_kind: "input pin"
  cp-end-kind: "register"
  crit_arrival_ps: 4540
  crit_required_ps: 6330
cts:
  htreeDepth: 3
  hold_buffers: 0
  ctsLongestPathBuffers: 3
  cts_buffers: 104
  cts_tree: "yes"
  cts_resized: 0
  path_clk_slew_ps: 60
  cts_root_buffer: "clkbuf_16"
  clk_latency_ps: 650
  cts.sinks: 1056
  postCtsSetupBuffers: 0
cells_and_area:
  syn_to_final_growth_pct: 15.4
  fillers: 5729
  drive_gt1_share_pct: 13.6
routing:
  wire_per_inst_um: 26.5
  insertedDiodeCount: 0
  routed_wirelength_um: 90400
  viasPerCell: 5.84
  antenna_left: 0
  drtPass1Iterations: 4
  vias: 19915
  drt_iter0_markers: 1022
  drc: 0
hold_path:
  hp-start: "Memory[13][13]"
  min_path_type: "register to register"
  holdPathEnd: "RD[13]"
  min_path_cells: 4
sta:
  period_needed_ps: 4010
  post-route-period-util_pct: 69.1
  fmax_ghz: 0.249
  tns_ps: 0
  rsz0062_at_grt: "no"
  hold_viol_final: 0
  worst_pin_slew_ps: 1030
  max_slew_margin_pct: 31.0
  drv_slew: 0
  setup-violations-final: 0
  clock_skew_ps: 18.0
power:
  p_per_area_nw_per_um2: 347
  power_uw: 15900
  irDropWorstVdd_v: 0.000260
  p_leak_uw: 0.0158
grt:
  antenna_found_initial: 2
  grt_max_degree: 96
  grt_overflow: 0
  groute.usage.overall_pct: 25.3
  grt_pass1_wl_um: 132000
  first_global_vias: 20894
place:
  hpwl_um: 48800
  place_congestion: 0.837
  port_buffers: 70
floorplan:
  row_count: 103
  dieHeight_um: 284
  dieArea_um2: 80600
  coreArea_um2: 78900
  num_io_pins: 98
  fp_util_pct: 50.4
  die_x_um: 284
logic_synthesis:
  synthTopCellsByArea: "edfxtp_1 77%, mux2i_1 13%, o22ai_1 4.0%"
  avgSynthCellArea_um2: 18.9
  synth_area_um2: 39700
  ys_area_um2: 39700
  ys_types: 23
  ys_seq_share_pct: 79.0
  synth_top_area_share_pct: 77.4
  yosys_warnings: 1
  netlist_instances: 2107
  ff_type: "edfxtp_1"
  yosysMostFrequentCell: "edfxtp_1"
  ys.flops: 1056
  edf_count: 1024
  synthTopCellsByCount: "1,024 x edfxtp_1, 512 x mux2i_1, 256 x o22ai_1"
  top_area_cell: "edfxtp_1"
  synthArstFlopShare_pct: 0
  synth_stat.cells: 2107
run:
  timing.max_cap.violations: 0
  warnings: 53
outcome:
  outcome: "completed"
-- through the flow --
step	instances	hold WS, ps	utilization [%]	setup slack [ps]	instance area [um^2]
after floorplan	2107	576	-	971	39700
after global placement	3213	647	53.7	1200	42400
after detailed placement	3213	647	53.7	1150	42400
after CTS	3409	657	58.2	1800	45900
after global routing	3409	699	58.2	1700	45900
final	3409	651	58.2	1790	45900
-- cell type report --
cell class / count / area (um^2) / area share [%]
clock buffer: 148 / 2980 / 6.50
clock inverter: 48 / 512 / 1.12
multi-input combinational: 925 / 7890 / 17.2
sequential: 1056 / 31400 / 68.4
tap: 1050 / 1310 / 2.86
timing repair buffer: 182 / 1800 / 3.92
-- registers in the layout (all words and copies together), names as in the netlist --
register / count
RD: 32
Memory: 1024
-- cell families (layout without fill, tap and decap cells) --
group / after synthesis / after routing / synth area share (%)
compound gates: 256 / 256 / 4.03
buf+inv: 126 / 378 / 1.82
flops: 1056 / 1056 / 79.0
mux: 512 / 512 / 12.9
simple gates: 157 / 157 / 2.27
-- layout by cell type, fill, tap and decap left out, drive strengths merged --
| master | instances |
|---|---|
| clkinv | 33 |
| edfxtp | 1024 |
| nand4bb | 6 |
| nand2 | 34 |
| or3b | 3 |
| nor4 | 64 |
| mux2i | 512 |
| nand3b | 4 |
| inv | 4 |
| or4b | 4 |
| or4 | 1 |
| clkbuf | 148 |
| clkdlybuf4s50 | 69 |
| o22ai | 256 |
| clkinvlp | 1 |
| nand4 | 1 |
| nand4b | 4 |
| dfxtp | 32 |
| nor3 | 4 |
| or3 | 1 |
| nor2 | 29 |
| nand3 | 2 |
| buf | 113 |
| bufinv | 10 |
-- where the power goes --
part	total, uW	internal [uW]	switching, uW
clock network	6720	4020	2690
registers	8520	8490	28.1
logic	713	285	427
total	15900	12800	3150
-- routing by layer --
metal	up-vias	GRT usage (%)	wire, um
met1	9702	33.9	31000
met3	161	16.7	13400
met4	4	6.08	2750
met5	-	0.298	50
met2	1111	37.0	43200
li1	8937	-	-
-- worst max-delay path, cell delays in order --
cell             delay (ps)
clkdlybuf4s50_1         820
buf_4                   290
or4b_2                  770
buf_4                   360
o22ai_1                 140
nor4_1                  720
buf_4                   220
nand2_1                  40
-- worst max path at each step --
stage | startpoint | end | slack (ps) | depth (start not counted)
CTS | A[3] | RD[11] | 1800 | 8
global route | A[2] | RD[11] | 1700 | 8
finish | A[3] | RD[11] | 1790 | 8
Power is estimated from default activity; no workload was simulated.
